$ cat flow/config.mk
export PLATFORM = sky130hd
export DESIGN_NAME = register
export DESIGN_NICKNAME = register
export VERILOG_FILES = /design/flow/design.v
export SDC_FILE = /design/flow/constraint.sdc
export NUM_CORES = 4
export LEC_CHECK = 1
export CORE_UTILIZATION = 40
$ cat flow/constraint.sdc
current_design register

set clk_period 4.4
set clk_io_pct 0.2

create_clock -name clk0 -period $clk_period [get_ports {clk_i}]

set non_clock_inputs [all_inputs -no_clocks]
set_input_delay [expr $clk_period * $clk_io_pct] -clock clk0 $non_clock_inputs
set_output_delay [expr $clk_period * $clk_io_pct] -clock clk0 [all_outputs]
$ cat flow/design.v
module register
(
     clk_i
    ,rst_i
    ,en_w_reg_i
    ,w_reg_data_1_i
    ,w_reg_data_2_i
    ,w_reg_addr_1_i
    ,w_reg_addr_2_i
    ,r_reg_addr_1_i
    ,r_reg_addr_2_i
    ,r_reg_addr_3_i
    ,r_reg_addr_4_i
    ,r_reg_data_1_o
    ,r_reg_data_2_o
    ,r_reg_data_3_o
    ,r_reg_data_4_o
    ,reg_watcher_o
);
    input clk_i;
    input rst_i;
    input en_w_reg_i;
    input [7:0] w_reg_data_1_i;
    input [7:0] w_reg_data_2_i;
    input [4:0] w_reg_addr_1_i;
    input [4:0] w_reg_addr_2_i;
    input [4:0] r_reg_addr_1_i;
    input [4:0] r_reg_addr_2_i;
    input [4:0] r_reg_addr_3_i;
    input [4:0] r_reg_addr_4_i;
    output reg [7:0] r_reg_data_1_o;
    output reg [7:0] r_reg_data_2_o;
    output reg [7:0] r_reg_data_3_o;
    output reg [7:0] r_reg_data_4_o;
    output wire [7:0] reg_watcher_o;
reg [7:0] REG[31:0];  
integer row;
initial begin
    r_reg_data_1_o = 0;
    r_reg_data_2_o = 0;
    r_reg_data_3_o = 0;
    r_reg_data_4_o = 0;
    for(row = 0; row <= 31; row = row + 1)
        REG[row] = 0;
end
always @(posedge clk_i) begin
    if (rst_i == 1'b1) begin
        r_reg_data_1_o <= 0;
        r_reg_data_2_o <= 0;
        r_reg_data_3_o <= 0;
        r_reg_data_4_o <= 0;
        for(row = 0; row <= 31; row = row + 1)
            REG[row] <= 0;
    end
    else if (en_w_reg_i == 1'b1) begin
        r_reg_data_1_o <= 0;
        r_reg_data_2_o <= 0;
        r_reg_data_3_o <= 0;
        r_reg_data_4_o <= 0;
        REG[w_reg_addr_1_i] <= w_reg_data_1_i;
        REG[w_reg_addr_2_i] <= w_reg_data_2_i;
    end
    else begin
        r_reg_data_1_o <= REG[r_reg_addr_1_i];
        r_reg_data_2_o <= REG[r_reg_addr_2_i];
        r_reg_data_3_o <= REG[r_reg_addr_3_i];
        r_reg_data_4_o <= REG[r_reg_addr_4_i];
    end
end
assign reg_watcher_o = REG[5'd22];
endmodule
$ cat flow/run.sh
#!/bin/bash
# OpenROAD 26Q1-2900-gdf79404cd8, Yosys 0.63+post, stock flow scripts
make -C /OpenROAD-flow-scripts/flow DESIGN_CONFIG=/design/flow/config.mk WORK_HOME=/design/flow/orfs finish
==> flow_summary.ini <==
; generated from flow reports
[clock_tree]
numCtsBuffers = 31
root_buffer = clkbuf_16
numClockSinks = 288
clk_latency_ns = 0.59
cts_tree = done
holdBufCountCts = 0
post-cts-setup-buffers = 0
clockBufferDepth = 3
cts_resized = 0
cts.clk_slew.worst_paths_ns = 0.07
h-tree-depth = 1

[drt]
totalWireLength_mm = 78.86
vias_per_cell = 7.143
ant_nets = 0
via_count = 15190
diodes = 0
drtIter0Drc = 1437
post_drt_wl_per_cell_um = 37.07
drc = 0
drt_first_pass_iters = 5

[setup_path]
regToRegEndpoint = r_reg_data_3_o[3]
path_class = in2reg
end_kind = flip-flop
worstPathRequired_ns = 4.82
r2r_slack_ns = 2.22
critPathLaunchType = input pin
cp.arrival_ns = 3.73
r2r_start = REG[23][3]
rr_worst_depth = 4
path_max_fanout = 8

[floorplanning]
die_h_um = 228.0
die_w_um = 228.0
pin_count = 89
fp_util = 0.4063
chipArea_mm2 = 0.05197
row_count = 82
design.core.area_mm2 = 0.05027

[synth]
ys.flop_type = edfxtp_1
synth-edff-count = 256
yosysWarnings = 1
netlist_area_mm2 = 0.02042
avgSynthCellArea_um2 = 14.68
ys_seq_frac = 0.4077
numSynthFlops = 288
yosys_cells = 1391
synth_chip_area_mm2 = 0.02042
yosysUniqueCellTypes = 48
async_flop_share = 0
syn_inst = 1391

[timing]
layout_min_cycle_time_ns = 3.311
hold_viol = 0
finalClockPeriodUsage = 0.7525
whs_ns = 0.9286
tightest_slew_ns = 0.9380
fin_tns_setup_ns = 0
clock_skew_ns = 0.01556
setup_viol = 0
slew_violations = 0
grt_setup_unrepaired = false
slew_headroom = 0.3723
fin_ws_ns = 1.089
fmax_ghz = 0.3020

[hold_path]
min-delay-start = REG[30][1]
worstHoldEndpoint = r_reg_data_1_o[1]
holdPathStages = 4
hp-class = reg2reg

[pwr]
p_per_area_mw_per_mm2 = 320.5
vdd_ir_drop_max_mv = 0.2736
p_leak_nw = 7.808

[global_route]
grt_pass1_vias = 15490
antenna_found_initial = 6
grt_overflow = 0
grt_pass1_wl_mm = 112.8
grtUsageTotal = 0.3278
grt_max_degree = 38

[status]
status = completed

[place]
place_hpwl_mm = 54.74
dp_worst_setup_slack_ns = 0.5838
port_buffers = 88
dp.cells = 2070
finalWeightedCongestion = 1.046

[cells_and_area]
finalNonFillerCells = 2127
area_delta_synth_final_pct = 12.37
drive_above_1_share = 0.3148

[flow_run]
openroad.warnings = 25
maxCapViolations = 0
registers in the layout (all words and copies together) (netlist names):
register        count
r_reg_data_1_o      8
r_reg_data_2_o      8
r_reg_data_3_o      8
r_reg_data_4_o      8
REG               256
through the flow:
step | power, mW | cell area [um2] | util
after floorplan | 4.184 | 20420 | -
after global placement | 4.764 | 21950 | 0.4367
after detailed placement | 4.776 | 21950 | 0.4367
after CTS | 7.335 | 22950 | 0.4565
after global routing | 7.562 | 22950 | 0.4565
final | 7.356 | 22950 | 0.4565
where the power goes:
group	total [mW]	switching (mW)	leakage, nW	internal, mW
sequential	3.33	0.188	2.70	3.15
clock	2.59	1.13	0.495	1.46
combinational	1.43	0.796	4.61	0.635
total	7.36	2.11	7.81	5.24
metal layers:
metal,vias to the layer above,track usage,routed length (um),part of all wire
met5,-,0.01746,145,0.0018
met4,14,0.08515,2696,0.034
met3,164,0.2422,13970,0.18
met2,1224,0.4742,35930,0.46
met1,7645,0.3966,26110,0.33
li1,6146,-,-,-
synthesized netlist by cell type (13+ instances only):
cell	count	area, um2
a22oi_1	32	240.2
dfxtp_1	32	640.6
buf_2	37	185.2
a22o_1	256	2242
clkbuf_1	71	266.5
edfxtp_1	256	7687
buf_4	26	195.2
mux2i_1	106	1061
a31oi_1	22	137.6
nand2_1	26	97.59
mux4_2	240	5405
or3_1	23	143.9
a221o_1	22	220.2
nor2_1	35	131.4
buf_1	13	48.80
nor3_2	26	260.3
worst max-delay path, cell delays in order:
cell and delay (ns):
clkdlybuf4s50_1 0.93, buf_4 0.25, buf_4 0.21, mux4_2 0.51, mux2i_1 0.48, a221o_1 0.37
a31oi_1 0.09
area by class of cell:
cell class / instances / area (um2)
Clock buffer: 41 / 880.8
Clock inverter: 16 / 118.9
Fill cell: 4442 / 27320
Inverter: 2 / 7.507
Multi-Input combinational cell: 945 / 11290
Sequential cell: 288 / 8328
Tap cell: 672 / 840.8
Timing Repair Buffer: 163 / 1484
cell usage in the layout, fill, tap and decap left out, drive strengths merged, types with 2 or more instances in the layout:
cell type and n:
nor2 67, a211o 9, inv 4, a22oi 32, clkinvlp 3, clkbuf 41
nand2 26, a221oi 12, buf 85, and2b 2, a221o 22, nand4bb 2
and2 4, mux2i 106, nand3 3, dfxtp 32, o21ai 12, mux4 240
a21oi 10, or3 23, a31oi 22, clkdlybuf4s50 78, nor2b 11, edfxtp 256
a311o 2, clkinv 10, o211ai 10, nor3b 3, nand3b 8, and3 10
a22o 256, or3b 6, mux2 6, nor3 33, o2111ai 4
worst max-delay path by stage:
stage	from	end	cells after the start	slack (ns)
CTS	r_reg_addr_1_i[0]	r_reg_data_1_o[6]	7	1.19
global route	r_reg_addr_1_i[0]	r_reg_data_1_o[6]	7	1.00
finish	r_reg_addr_1_i[0]	r_reg_data_1_o[6]	7	1.09
logic make-up (layout without fill, tap and decap cells):
group	count (synthesis)	after routing	share of synthesized area
AND-OR/OR-AND	391	391	0.1598
buffers and inverters	158	222	0.03939
flip-flops	288	288	0.4077
AND/OR/NAND/NOR	202	202	0.07314
multiplexers	352	352	0.3199
Power and IR drop assume default switching activity.
